<file path="/design/flow/config.mk">
export PLATFORM = sky130hd
export DESIGN_NAME = single_for
export DESIGN_NICKNAME = single_for
export VERILOG_FILES = /design/flow/design.v
export SDC_FILE = /design/flow/constraint.sdc
export NUM_CORES = 4
export LEC_CHECK = 1
export CORE_AREA = 10 10 96 96
export DIE_AREA = 0 0 106 106
</file>
<file path="/design/flow/constraint.sdc">
current_design single_for

set clk_period 3.5
set clk_io_pct 0.2

create_clock -name clk0 -period $clk_period [get_ports {sys_clk}]

set non_clock_inputs [all_inputs -no_clocks]
set_input_delay [expr $clk_period * $clk_io_pct] -clock clk0 $non_clock_inputs
set_output_delay [expr $clk_period * $clk_io_pct] -clock clk0 [all_outputs]
</file>
<file path="/design/flow/design.v">
module single_for
(
	input		wire		[0:0]		sys_clk	,
	input		wire		[0:0]		sys_rst	,
	input		wire		[0:0]		add_en	,
	input		wire		[3:0]		num		,
	input		wire		[7:0]		data		,
	output	reg		[7:0]		sum		,
	output	wire		[0:0]		add_end
);
reg	[0:0]		add_flag	;
reg	[0:0]		add_flag1;
reg	[3:0]		cnt		;
always@(posedge sys_clk or negedge sys_rst)
	if(sys_rst == 1'b0)
		add_flag <= 1'b0;
	else if(add_en == 1'b1)
		add_flag <= 1'b1;
	else if(cnt == num)
		add_flag <= 1'b0;		
always@(posedge sys_clk or negedge sys_rst)
	if(sys_rst == 1'b0)
		add_flag1 <= 1'b0;
	else
		add_flag1 <= add_flag;
assign add_end = (~ add_flag) && add_flag1;
always@(posedge sys_clk or negedge sys_rst)
	if(sys_rst == 1'b0)
		cnt <= 1'b0;
	else if(add_flag == 1'b1)
		cnt <= cnt + 1'b1;
	else if(cnt == num)
		cnt <= 1'b0;
	else	
		cnt <= 1'b0;
always@(posedge sys_clk or negedge sys_rst)
	if(sys_rst == 1'b0)
		sum <= 8'd0;
	else if(add_flag == 1'b1)
		sum <= sum + data;
	else if(add_end == 1'b1)
		sum <= 8'd0;
endmodule
</file>
<file path="/design/flow/run.sh">
#!/bin/bash
# OpenROAD 26Q1-2900-gdf79404cd8, Yosys 0.63+post, stock flow scripts
make -C /OpenROAD-flow-scripts/flow DESIGN_CONFIG=/design/flow/config.mk WORK_HOME=/design/flow/orfs finish
</file>
==> impl_metrics.ini <==
; generated from flow reports
[min_path]
min_path_type = flop to flop
hold_depth = 1
min_to = cnt[0]
min_from = cnt[0]

[worst_setup_path]
crit_fanout = 3
crit_arrival_ns = 2.51
crit_family = adder cells
reg2reg_from = sum[0]
cp-start-kind = primary input
critPathKind = primary input to flop
r2r_slack_ns = 1.63
cp_slowest_cell = fa_1
r2r_end = sum[6]
worstPathRequired_ns = 3.66
critPathCaptureType = flop
critPathLaunch = data[0]
slowest_delay_ns = 0.44
crit_buf_inv = 1
reg2reg_depth = 6
crit_chain = clkdlybuf4s50_1, ha_1, fa_1, a211oi_2, nor2_1, or3_1, nand3_1

[sta]
fin_worst_skew_ns = 0.000626
fin_crit_sh_pct = 67.3
relSlewSlack_pct = 56.0
drv_slew = 0
tns_ns = 0
period_minus_slack_ns = 2.36
setup_viol = 0
rsz0062_at_grt = no
finalHoldViolations = 0
fmax_mhz = 424
worst_slew_pin_slew_ns = 0.658
setup_ws_ns = 1.14
holdWs_ns = 0.503

[synthesis]
yosys_area_um2 = 903
synth_cell_types = 32
yosysSeqAreaShare_pct = 38.8
ys_warn_count = 1
synth-async-reset-ratio_pct = 100
postSynthCellCount = 92
flop_cell = dfrtp_1
yosys.area.top_type_share_pct = 38.8
netlist_area_um2 = 903
top_area_cell = dfrtp_1
area_leaders = dfrtp_1, ha_1, xnor2_1, o21ai_0, nor2_1
yosysCellCount = 92
synth.avg_cell_area_um2 = 9.82
edf_count = 0
ys.flops = 14

[global_routing]
grt_max_degree = 17
track_usage_pct = 4.35
grt-ovfl-total = 0
grt_pass1_wl_um = 4040
grt_pass1_vias = 751
antenna_found_initial = 0

[detailed_routing]
diodes = 0
drt-total-wl_um = 2500
drc = 0
drtPass1Iterations = 4
viasPerCell = 3.65
detail-route-antenna-nets = 0
wl_per_cell_um = 11.5
vias = 793
initialDrtViolationCount = 91

[floorplanning]
fp_util_pct = 12.5
die_w_um = 106
rows = 31
pin_count = 24
chipArea_um2 = 11200
core_region_area_um2 = 7210
die_h_um = 106

[finish]
fin_util_pct = 18.1
lay_top_cells = clkdlybuf4s50_1, dfrtp_1, nor2_1
fillers = 828
synthToLayoutAreaGrowth_pct = 44.9
lay_top_count = clkdlybuf4s50_1
drive_gt1_share_pct = 5.08

[clocking]
holdBufCountCts = 0
cts_buffer_depth = 2
cts_setup_buffers = 0
path_clk_slew_ns = 0.05
cts.sinks = 14
ctsResizeCount = 0
clk_latency_ns = 0.22
ctsRootBufferMaster = clkbuf_8
numCtsBuffers = 3
cts_tree = yes
htree_levels = 1

[placement]
pre_cts_ws_ns = 0.921
place.gp.congestion = 0.848
io_buffers = 23
dp_hpwl_um = 1950

[power_and_ir_drop]
power.density_nw_per_um2 = 801
p_leak_nw = 0.501
switchingPower_uw = 379
combPwrFrac_pct = 55.2
ir_worst_vdd_mv = 0.188
pwr-share-clk_pct = 12.8
netSwitchingFraction_pct = 36.1
p_seq_share_pct = 32.1
p_int_uw = 670

[flow_run]
maxCapViolCount = 0
warning_count = 47

[status]
status = completed
==> power groups by stage <==
stage | Combinational [mW] | Sequential [mW] | Clock (mW)
4_1_cts | 0.585 | 0.338 | 0.164
5_1_grt | 0.648 | 0.353 | 0.176
6_report | 0.579 | 0.336 | 0.134
==> worst register-to-register path, delay by kind of cell (launching register included) <==
kind,cells,cell delay (ns)
fa+ha+maj,2,0.67
compound gates,1,0.22
simple gates,3,0.50
flops,1,0.40
==> sequential cells by signal (all words and copies together), names as in the netlist <==
register	flops
add_flag	1
cnt	4
sum	8
add_flag1	1
==> synth_stat cells, types with 3 or more instances <==
master	instances
a211oi_1	4
dfrtp_1	14
ha_1	8
nand2_1	8
nand3_1	3
nor2_1	9
o21ai_0	8
xnor2_1	7
==> logic make-up after synthesis <==
family / Yosys count / synth area share [%]
mux: 1 / 1.11
compound gates: 25 / 19.8
flops: 14 / 38.8
fa+ha+maj: 9 / 13.3
simple gates: 31 / 17.0
xor+xnor: 9 / 8.73
buf+inv: 3 / 1.25
==> worst max-delay path by stage <==
stage                 endpoint  depth (start not counted)
after CTS               sum[6]                          7
after global routing    sum[6]                          7
final                   sum[6]                          7
==> routing by layer <==
layer  up-vias  part of all wire (%)  GRT usage, %
met2        21                    40          5.57
met5         -                     0             0
met4         0                   1.9         0.870
met3         2                   6.0          1.10
met1       378                    53          7.01
li1        392                     -             -
==> cell type report <==
type	count	area [um^2]	share of cell area (%)
repair buffers	23	230	17.6
flip-flops and latches	14	350	26.8
inverters	2	7.51	0.574
clock buffers	4	55.1	4.21
well taps	99	124	9.46
multi-input cells	75	542	41.4
==> through the flow <==
| stage | power (mW) | instances | cell area [um^2] |
|---|---|---|---|
| global route | 1.18 | 217 | 1310 |
| global placement | 0.914 | 213 | 1250 |
| floorplan | 0.698 | 92 | 903 |
| CTS | 1.09 | 217 | 1310 |
| detailed placement | 0.917 | 213 | 1250 |
| finish | 1.05 | 217 | 1310 |
Power figures rest on the tool's default switching activity, not on a simulated workload.
